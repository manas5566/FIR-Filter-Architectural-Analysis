[design.v]
module Carry_Select_32(A,B,Cin,S,Cout);
    input [31:0] A;
    input [31:0] B;
    input Cin;
    output [31:0] S;
    output Cout;
    wire SC1,SC2,SCC;
    wire [6:0] S1;
    wire [6:0] S2;
    wire [8:0] N1;
    wire [8:0] N2;
    wire [10:0] E1;
    wire [10:0] E2;
    Five_bit Fone(A[4:0],B[4:0],Cin,S[4:0],FC1);
    Seven_bit Sone(A[11:5],B[11:5],1'b0,S1,SC1); 
    Seven_bit Stwo(A[11:5],B[11:5],1'b1,S2,SC2);
    two_one_Mux_7 m1(S1,S2,SC1,SC2,FC1,S[11:5],SCC);
    wire NC1,NC2,NCC;
    Nine_bit None(A[20:12],B[20:12],1'b0,N1,NC1);  
    Nine_bit Ntwo(A[20:12],B[20:12],1'b1,N2,NC2);
    two_one_Mux_9 m2(N1,N2,NC1,NC2,SCC,S[20:12],NCC); 
    wire EC1,EC2,ECC;
    Eleven_bit Eone(A[31:21],B[31:21],1'b0,E1,EC1);
    Eleven_bit Etwo(A[31:21],B[31:21],1'b1,E2,EC2);
    two_one_Mux_11 m3(E1,E2,EC1,EC2,NCC,S[31:21],Cout);
endmodule
module Five_bit(A,B,Cin,S,Cout);
    input [4:0] A;
    input [4:0] B;
    input Cin;
    output [4:0] S;
    output Cout;  
    wire C1,C2,C3,C4;
    Full_Adder i1(A[0],B[0],Cin,S[0],C1);
    Full_Adder i2(A[1],B[1],C1,S[1],C2); 
    Full_Adder i3(A[2],B[2],C2,S[2],C3); 
    Full_Adder i4(A[3],B[3],C3,S[3],C4);
    Full_Adder i5(A[4],B[4],C4,S[4],Cout);
 endmodule
module Seven_bit(A,B,Cin,S,Cout);
    input [6:0] A;
    input [6:0] B;
    input Cin;
    output [6:0] S;
    output Cout;
    wire C1,C2,C3,C4,C5,C6,C7;
    Full_Adder i1(A[0],B[0],Cin,S[0],C1);
    Full_Adder i2(A[1],B[1],C1,S[1],C2); 
    Full_Adder i3(A[2],B[2],C2,S[2],C3); 
    Full_Adder i4(A[3],B[3],C3,S[3],C4);
    Full_Adder i5(A[4],B[4],C4,S[4],C5);
    Full_Adder i6(A[5],B[5],C5,S[5],C6);
    Full_Adder i7(A[6],B[6],C6,S[6],Cout);
 endmodule
module Nine_bit(A,B,Cin,S,Cout);
    input [8:0] A;
    input [8:0] B;
    input Cin;
    output [8:0] S;
    output Cout;   
    wire C1,C2,C3,C4,C5,C6,C7,C8;
    Full_Adder i1(A[0],B[0],Cin,S[0],C1);
    Full_Adder i2(A[1],B[1],C1,S[1],C2); 
    Full_Adder i3(A[2],B[2],C2,S[2],C3); 
    Full_Adder i4(A[3],B[3],C3,S[3],C4);
    Full_Adder i5(A[4],B[4],C4,S[4],C5);
    Full_Adder i6(A[5],B[5],C5,S[5],C6);
    Full_Adder i7(A[6],B[6],C6,S[6],C7);
    Full_Adder i8(A[7],B[7],C7,S[7],C8);
    Full_Adder i9(A[8],B[8],C8,S[8],Cout);
 endmodule
module Eleven_bit(A,B,Cin,S,Cout);
    input [10:0] A;
    input [10:0] B;
    input Cin;
    output [10:0] S;
    output Cout;
    wire C1,C2,C3,C4,C5,C6,C7,C8,C9,C10;
    Full_Adder i1(A[0],B[0],Cin,S[0],C1);
    Full_Adder i2(A[1],B[1],C1,S[1],C2); 
    Full_Adder i3(A[2],B[2],C2,S[2],C3); 
    Full_Adder i4(A[3],B[3],C3,S[3],C4);
    Full_Adder i5(A[4],B[4],C4,S[4],C5);
    Full_Adder i6(A[5],B[5],C5,S[5],C6);
    Full_Adder i7(A[6],B[6],C6,S[6],C7);
    Full_Adder i8(A[7],B[7],C7,S[7],C8);
    Full_Adder i9(A[8],B[8],C8,S[8],C9);
    Full_Adder i10(A[9],B[9],C9,S[9],C10);
    Full_Adder i11(A[10],B[10],C10,S[10],Cout);
 endmodule
module two_one_Mux_7(A,B,Cin1,Cin2,S,O,Cout);
    input [6:0] A;    
    input [6:0] B;
    input S;
    input Cin1,Cin2;
    output [6:0] O;    
    output Cout;
    assign O = (S==0) ? A:B;
    assign Cout = (S==0) ? Cin1:Cin2;
endmodule
module two_one_Mux_9(A,B,Cin1,Cin2,S,O,Cout); 
    input [8:0] A;
    input [8:0] B;   
    input S;        
    input Cin1,Cin2;
    output Cout;
    output [8:0] O;
    assign O = (S==0) ? A:B;
    assign Cout = (S==0) ? Cin1:Cin2;
endmodule
module two_one_Mux_11(A,B,Cin1,Cin2,S,O,Cout);
    input [10:0] A;
    input [10:0] B;
    input S;    
    input Cin1,Cin2;
    output Cout;
    output [10:0] O;
    assign O = (S==0) ? A:B;
    assign Cout = (S==0) ? Cin1:Cin2;
endmodule
module Full_Adder(A,B,Cin,S,Cout);
    input A;
    input B;
    input Cin;
    output S;
    output Cout;
    assign S = A^B^Cin;
    assign Cout = (A&B) | (A&Cin) | (B&Cin);
endmodule
[run.sh]
#!/bin/bash
# OpenROAD 26Q1-2900-gdf79404cd8, Yosys 0.63+post, stock flow scripts
make -C /OpenROAD-flow-scripts/flow DESIGN_CONFIG=/design/flow/config.mk WORK_HOME=/design/flow/orfs finish
[config.mk]
export PLATFORM = sky130hd
export DESIGN_NAME = Carry_Select_32
export DESIGN_NICKNAME = Carry_Select_32
export VERILOG_FILES = /design/flow/design.v
export SDC_FILE = /design/flow/constraint.sdc
export NUM_CORES = 4
export LEC_CHECK = 1
export CORE_AREA = 10 10 107 107
export DIE_AREA = 0 0 117 117
[constraint.sdc]
current_design Carry_Select_32

set clk_period 9.3
set clk_io_pct 0.2

create_clock -name clk0 -period $clk_period

set non_clock_inputs [all_inputs -no_clocks]
set_input_delay [expr $clk_period * $clk_io_pct] -clock clk0 $non_clock_inputs
set_output_delay [expr $clk_period * $clk_io_pct] -clock clk0 [all_outputs]
==> qor.yml <==
fp_util_pct: 18.4
drcViolationCount: 0
drt-pass1-iter-count: 4
floorplan.die.height_um: 117
io_buffers: 98
die-width_um: 117
dp_slack_ps: 909
warnings: 35
cap_violations: 0
arrival_ps: 6480
grt_pass1_wl_um: 8450
wire_per_inst_um: 12.9
setup_viol: 0
seqCellArea_sq_um: 0
syn_avg_cell_area_sq_um: 7.80
ys_warn_count: 1
cp-start-kind: "primary input"
status: "completed"
hpwl_um: 5040
hp-start: "Cin"
cp_data_required_time_ps: 7440
period_minus_slack_ps: 8340
synth_area_sq_um: 1690
drive_above_1_share_pct: 7.42
wirelength_um: 5450
cp-end-kind: "output pin"
holdCritPathClass: "primary input to output pin"
drt.antenna.violating_nets: 0
slew_headroom_pct: 46.3
logic_area_sq_um: 1580
gp_congestion: 0.773
fp.coreArea_sq_um: 9200
criticalPathCategory: "primary input to output pin"
critPathMaxFanout: 9
grtUsageMet2_pct: 12.0
tns_ps: 0
postLayoutCoreUtil_pct: 30.2
cts_resized: 0
die-area_sq_um: 13700
whs_path_depth: 5
hold_ws_ps: 4780
rsz0062_at_grt: "false"
vias: 1868
grt_pass1_vias: 1803
finalPower_mw: 0.197
ios: 98
ys_cells: 217
grt_overflow_total: 0
synthToLayoutAreaGrowth_pct: 63.9
ys_area_sq_um: 1690
antennaDiodeCount: 0
drt_iter0_markers: 47
antenna_found_initial: 0
grt_max_degree: 10
yosys.cell_types.count: 51
grt.met1_usage_pct: 9.60
timing.fmax_mhz: 120
nClkBuffers: 0
worstMarginPinSlew_ps: 795
p_per_area_nw_per_um2: 70.8
groute.usage.overall_pct: 7.40
grt_use_met3_pct: 3.04
hold_end: "S[0]"
flop-count: 0
finalMaxSlewViolations: 0
netlist_instances: 217
power_leakage_nw: 1.11
finalClockPeriodUsage_pct: 89.7
fillCellCount: 973
core.rowCount: 35
fin_ws_ps: 957
peakVddDrop_uv: 26.2
busiest_layer: "met2"
post_cts_buffers: 0
vias_per_cell: 4.44
ctsHoldBuffers: 0
hold_violations: 0
yosysSeqAreaShare_pct: 0
## logic make-up after synthesis
| family | Yosys count | share of synthesized area (%) |
|---|---|---|
| and+or+nand+nor | 57 | 16.9 |
| adders and majority gates | 35 | 28.1 |
| xor gates and xnor gates | 23 | 11.9 |
| buffers and inverters | 25 | 6.65 |
| AOI/OAI and AO/OA | 77 | 36.5 |
## per-layer routing
metal | share of wire (%) | vias up
met3 | 11 | 0
met5 | 0 | -
li1 | - | 1005
met2 | 44 | 55
met4 | 0 | 0
met1 | 44 | 808
## per-stage QoR
stage | instance area, sq um | cells
floorplan | 1690 | 217
global placement | 2780 | 421
detailed placement | 2780 | 421
CTS | 2780 | 421
global route | 2780 | 421
finish | 2780 | 421
## worst max path at each step
stage / start / end / cells past startpoint
final: A[0] / S[25] / 16
after global routing: A[0] / S[25] / 16
after CTS: B[0] / S[25] / 16
## layout make-up
class | instances | area share (%)
Inverter | 20 | 2.71
Timing Repair Buffer | 98 | 35.3
Tap cell | 111 | 5.00
Multi-Input combinational cell | 192 | 56.9
## placed cells by master (no fill, tap or decap), types with 3 or more instances in the layout
cell | synthesis | layout
nand2_1 | 5 | 5
o2111ai_1 | 3 | 3
xor2_1 | 10 | 10
xnor2_1 | 13 | 13
o211a_1 | 3 | 3
fa_1 | 5 | 5
a211oi_1 | 4 | 4
o22ai_1 | 4 | 4
or2_2 | 5 | 5
o21a_1 | 3 | 3
inv_1 | 20 | 20
clkdlybuf4s50_1 | 0 | 98
or3_1 | 3 | 3
ha_1 | 30 | 30
nor3_1 | 6 | 6
o21ai_0 | 9 | 9
nor2_1 | 26 | 26
o21bai_1 | 3 | 3
a31oi_1 | 8 | 8
a21oi_1 | 10 | 10
## power by group
part	leakage (nW)	switching [mW]	internal, mW
Clock	0	0	0
Sequential	0	0	0
Combinational	1.11	0.0716	0.125
Total	1.11	0.0716	0.125
## cells in the mapped netlist (all sizes together), types with 3 or more instances
master	count	area, sq um
ha	30	375
nor2	26	97.6
inv	20	75.1
xnor2	13	114
a21oi	12	67.6
xor2	10	87.6
o21ai	9	45.0
a31oi	8	50.1
nor3	6	30.0
buf	5	37.5
fa	5	100
nand2	5	18.8
or2	5	31.3
a211oi	4	30.0
o21a	4	37.5
o22ai	4	25.0
a21o	3	23.8
o2111ai	3	26.3
o211a	3	30.0
o21bai	3	22.5
o22a	3	28.8
o31ai	3	36.3
or3	3	18.8
## worst max-delay path, cell delays in order
cell and delay (ps):
clkdlybuf4s50_1 390, inv_1 70, fa_1 170, inv_1 50, fa_1 370, fa_1 380
fa_1 390, fa_1 430, and2_4 190, o31a_4 370, o31ai_4 210, nand4_2 260
a31o_2 330, or4_1 390, o2111ai_1 110, clkdlybuf4s50_1 510
Power is estimated from default activity; no workload was simulated.
