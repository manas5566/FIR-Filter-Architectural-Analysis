$ cat run.sh
#!/bin/bash
# OpenROAD 26Q1-2900-gdf79404cd8, Yosys 0.63+post, stock flow scripts
make -C /OpenROAD-flow-scripts/flow DESIGN_CONFIG=/design/flow/config.mk WORK_HOME=/design/flow/orfs finish
$ cat config.mk
export PLATFORM = sky130hd
export DESIGN_NAME = Approx
export DESIGN_NICKNAME = Approx
export VERILOG_FILES = /design/flow/design.v
export SDC_FILE = /design/flow/constraint.sdc
export NUM_CORES = 4
export LEC_CHECK = 1
export CORE_AREA = 10 10 77 77
export DIE_AREA = 0 0 87 87
$ cat constraint.sdc
current_design Approx

set clk_period 11.2
set clk_io_pct 0.2

create_clock -name clk0 -period $clk_period

set non_clock_inputs [all_inputs -no_clocks]
set_input_delay [expr $clk_period * $clk_io_pct] -clock clk0 $non_clock_inputs
set_output_delay [expr $clk_period * $clk_io_pct] -clock clk0 [all_outputs]
$ cat design.v
module Approx(A,B,S,Cout);
    input wire [31:0] A;
    input wire [31:0] B;
    output wire [31:0] S;
    output Cout;
    wire Accurate_in;
    wire C10, C11, C12, C13, C14, C15, C16, C17, C18, C19, C20, C21, C22, C23, C24, C25, C26, C27, C28, C29, C30, Cout;
    wire T9,T8,Mux_out;    
    assign Accurate_in = A[9]&B[9];
    assign T9 = A[9]&B[9];
    assign Mux_out = (Accurate_in) ? T9:0;
    assign T8 = A[8]&B[8];
    assign S[9] = Mux_out|T8;
    assign S[8] = A[8]|B[8];
    assign S[7] = 1;
    assign S[6] = 1;
    assign S[5] = 1;
    assign S[4] = 1;
    assign S[3] = 1;
    assign S[2] = 1;    
    assign S[1] = 1;
    assign S[0] = 1;
    Full_Adder i10(A[10], B[10], Accurate_in,S[10],C10);
    Full_Adder i11(A[11], B[11], C10, S[11], C11); 
    Full_Adder i12(A[12], B[12], C11, S[12], C12); 
    Full_Adder i13(A[13], B[13], C12, S[13], C13); 
    Full_Adder i14(A[14], B[14], C13, S[14], C14);
    Full_Adder i15(A[15], B[15], C14, S[15], C15);
    Full_Adder i16(A[16], B[16], C15, S[16], C16);
    Full_Adder i17(A[17], B[17], C16, S[17], C17);
    Full_Adder i18(A[18], B[18], C17, S[18], C18);
    Full_Adder i19(A[19], B[19], C18, S[19], C19);
    Full_Adder i20(A[20], B[20], C19, S[20], C20);
    Full_Adder i21(A[21], B[21], C20, S[21], C21);
    Full_Adder i22(A[22], B[22], C21, S[22], C22);
    Full_Adder i23(A[23], B[23], C22, S[23], C23);
    Full_Adder i24(A[24], B[24], C23, S[24], C24);
    Full_Adder i25(A[25], B[25], C24, S[25], C25);
    Full_Adder i26(A[26], B[26], C25, S[26], C26);
    Full_Adder i27(A[27], B[27], C26, S[27], C27);
    Full_Adder i28(A[28], B[28], C27, S[28], C28);
    Full_Adder i29(A[29], B[29], C28, S[29], C29);
    Full_Adder i30(A[30], B[30], C29, S[30], C30);
    Full_Adder i31(A[31], B[31], C30, S[31], Cout);
 endmodule
module FullAdder(input a, input b, input cin, output sum, output cout);
  assign sum = a ^ b ^ cin;
  assign cout = (a & b) | (cin & (a ^ b));
endmodule
module Carry_Select_32(A,B,Cin,S,Cout);
    input [31:0] A;
    input [31:0] B;
    input Cin;
    output [31:0] S;
    output Cout;
    wire SC1,SC2,SCC;
    wire [6:0] S1;
    wire [6:0] S2;
    wire [8:0] N1;
    wire [8:0] N2;
    wire [10:0] E1;
    wire [10:0] E2;
    Five_bit Fone(A[4:0],B[4:0],Cin,S[4:0],FC1);
    Seven_bit Sone(A[11:5],B[11:5],1'b0,S1,SC1); 
    Seven_bit Stwo(A[11:5],B[11:5],1'b1,S2,SC2);
    two_one_Mux_7 m1(S1,S2,SC1,SC2,FC1,S[11:5],SCC);
    wire NC1,NC2,NCC;
    Nine_bit None(A[20:12],B[20:12],1'b0,N1,NC1);  
    Nine_bit Ntwo(A[20:12],B[20:12],1'b1,N2,NC2);
    two_one_Mux_9 m2(N1,N2,NC1,NC2,SCC,S[20:12],NCC); 
    wire EC1,EC2,ECC;
    Eleven_bit Eone(A[31:21],B[31:21],1'b0,E1,EC1);
    Eleven_bit Etwo(A[31:21],B[31:21],1'b1,E2,EC2);
    two_one_Mux_11 m3(E1,E2,EC1,EC2,NCC,S[31:21],Cout);
endmodule
module Five_bit(A,B,Cin,S,Cout);
    input [4:0] A;
    input [4:0] B;
    input Cin;
    output [4:0] S;
    output Cout;  
    wire C1,C2,C3,C4;
    Full_Adder i1(A[0],B[0],Cin,S[0],C1);
    Full_Adder i2(A[1],B[1],C1,S[1],C2); 
    Full_Adder i3(A[2],B[2],C2,S[2],C3); 
    Full_Adder i4(A[3],B[3],C3,S[3],C4);
    Full_Adder i5(A[4],B[4],C4,S[4],Cout);
 endmodule
module Seven_bit(A,B,Cin,S,Cout);
    input [6:0] A;
    input [6:0] B;
    input Cin;
    output [6:0] S;
    output Cout;
    wire C1,C2,C3,C4,C5,C6,C7;
    Full_Adder i1(A[0],B[0],Cin,S[0],C1);
    Full_Adder i2(A[1],B[1],C1,S[1],C2); 
    Full_Adder i3(A[2],B[2],C2,S[2],C3); 
    Full_Adder i4(A[3],B[3],C3,S[3],C4);
    Full_Adder i5(A[4],B[4],C4,S[4],C5);
    Full_Adder i6(A[5],B[5],C5,S[5],C6);
    Full_Adder i7(A[6],B[6],C6,S[6],Cout);
 endmodule
module Nine_bit(A,B,Cin,S,Cout);
    input [8:0] A;
    input [8:0] B;
    input Cin;
    output [8:0] S;
    output Cout;   
    wire C1,C2,C3,C4,C5,C6,C7,C8;
    Full_Adder i1(A[0],B[0],Cin,S[0],C1);
    Full_Adder i2(A[1],B[1],C1,S[1],C2); 
    Full_Adder i3(A[2],B[2],C2,S[2],C3); 
    Full_Adder i4(A[3],B[3],C3,S[3],C4);
    Full_Adder i5(A[4],B[4],C4,S[4],C5);
    Full_Adder i6(A[5],B[5],C5,S[5],C6);
    Full_Adder i7(A[6],B[6],C6,S[6],C7);
    Full_Adder i8(A[7],B[7],C7,S[7],C8);
    Full_Adder i9(A[8],B[8],C8,S[8],Cout);
 endmodule
module Eleven_bit(A,B,Cin,S,Cout);
    input [10:0] A;
    input [10:0] B;
    input Cin;
    output [10:0] S;
    output Cout;
    wire C1,C2,C3,C4,C5,C6,C7,C8,C9,C10;
    Full_Adder i1(A[0],B[0],Cin,S[0],C1);
    Full_Adder i2(A[1],B[1],C1,S[1],C2); 
    Full_Adder i3(A[2],B[2],C2,S[2],C3); 
    Full_Adder i4(A[3],B[3],C3,S[3],C4);
    Full_Adder i5(A[4],B[4],C4,S[4],C5);
    Full_Adder i6(A[5],B[5],C5,S[5],C6);
    Full_Adder i7(A[6],B[6],C6,S[6],C7);
    Full_Adder i8(A[7],B[7],C7,S[7],C8);
    Full_Adder i9(A[8],B[8],C8,S[8],C9);
    Full_Adder i10(A[9],B[9],C9,S[9],C10);
    Full_Adder i11(A[10],B[10],C10,S[10],Cout);
 endmodule
module two_one_Mux_7(A,B,Cin1,Cin2,S,O,Cout);
    input [6:0] A;    
    input [6:0] B;
    input S;
    input Cin1,Cin2;
    output [6:0] O;    
    output Cout;
    assign O = (S==0) ? A:B;
    assign Cout = (S==0) ? Cin1:Cin2;
endmodule
module two_one_Mux_9(A,B,Cin1,Cin2,S,O,Cout); 
    input [8:0] A;
    input [8:0] B;   
    input S;        
    input Cin1,Cin2;
    output Cout;
    output [8:0] O;
    assign O = (S==0) ? A:B;
    assign Cout = (S==0) ? Cin1:Cin2;
endmodule
module two_one_Mux_11(A,B,Cin1,Cin2,S,O,Cout);
    input [10:0] A;
    input [10:0] B;
    input S;    
    input Cin1,Cin2;
    output Cout;
    output [10:0] O;
    assign O = (S==0) ? A:B;
    assign Cout = (S==0) ? Cin1:Cin2;
endmodule
module Full_Adder(A,B,Cin,S,Cout);
    input A;
    input B;
    input Cin;
    output S;
    output Cout;
    assign S = A^B^Cin;
    assign Cout = (A&B) | (A&Cin) | (B&Cin);
endmodule
==> results.cfg <==
; flow metrics
[route]
wl_per_cell_um = 15.0
dr.first_iter.drc_count = 2
antenna_cells = 0
vias_per_cell = 3.50
route.detailed.drc = 0
routed_wl_mm = 2.48
drt-pass1-iter-count = 2
vias = 577
ant_nets = 0

[floorplan]
rows = 24
coreArea_mm2 = 0.00435
fp.dieH_um = 87
die-area_mm2 = 0.00757
initial_core_util_pct = 16.3
die_x_um = 87
io_pins = 97

[critical_path]
path_class = in -> out
cp_slowest_cell = fa_1
path_max_fanout = 2
crit_buf_inv = 4
end_kind = output port
startpoint_type = input port
critical_path_arrival_ns = 10.38
cp_data_required_time_ns = 8.96
cpMostUsedCell = fa_2
critPathMaxStageDelay_ns = 0.39
cpLargestDelayFamily = adder cells

[synthesis]
seq_area_frac_synth_pct = 0
postSynthAreaPerCell_um2 = 11.6
yosys_cells = 61
synth_cells = 61
yosysTopAreaCellShare_pct = 62.1
area_leaders = fa_1, buf_4, inv_1, a22o_1, and2_1
ys_area_um2 = 709
synth_area_um2 = 709
ys_warn_count = 0
synth_cell_types = 7
synth.largest_area_cell = fa_1

[cells_and_area]
final-seq-area_um2 = 0
area_growth_syn_to_layout_pct = 87.8
final_area_mm2 = 0.00133
final.clkbuf_count = 0
postLayoutCoreUtil_pct = 30.6
drive_gt1_share_pct = 31.9
flops = 0
finalNonFillerCells = 165

[status]
status = finished, violations left
violations = setup timing

[global_routing]
grt_use_total_pct = 6.35
grt.busiest_layer = met2
grt_use_met3_pct = 5.85
grt_max_degree = 3
met1_usage_pct = 6.88
grt_pass1_wl_mm = 3.75
grt_pass1_vias = 685
antenna_found_initial = 0
grt_use_met2_pct = 9.59
grt-ovfl-total = 0

[sta]
final_max_slew_viol_count = 0
fin_crit_ns = 12.62
setup_violations = 6
period_used_pct = 113
hold_viol_final = 0
worst_hold_slack_ns = 5.10
max_freq_ghz = 0.0793
setup_slack_ns = -1.42
rsz0062_at_grt = true
finalSetupTns_ns = -4.95

[min_path]
hold_path_class = in -> out

[placed_design]
dp_cells = 164
portBuffers = 73
placed_cell_area_mm2 = 0.00137
place_congestion = 0.797
hpwl_mm = 2.46
dp_slack_ns = -2.16

[job]
tool_warnings = 51
timing.max_cap.violations = 0

[pwr]
powerDensity_mw_per_mm2 = 49.4
vdd_drop_max_uv = 19.5
p_leak_nw = 0.508
finalPower_mw = 0.0658

[clock_network]
postCtsHoldBufs = 0
## per-layer routing
layer	part of all wire [%]	wire [µm]	vias up
li1	-	-	245
met1	33	813	253
met2	38	945	79
met3	29	715	0
met4	0	0	0
met5	0	0	-
## cell families (layout without fill, tap and decap cells)
kind of cell / after synthesis / in the layout / synth area share (%)
adder cells (fa/ha/maj): 22 / 22 / 62.1
AND/OR/NAND/NOR: 2 / 2 / 1.76
AND-OR/OR-AND: 1 / 1 / 1.23
other: 1 / 8 / 0.529
buffers and inverters: 35 / 80 / 34.4
## area by class of cell
cell class,instances,area (µm²)
well taps,52,65.1
repair buffers,75,702
fillers,426,3020
multi-input cells,33,547
inverters,5,18.8
## tightest hold or removal path, delay by kind of cell
family          cells  cell delay, ns
compound gates      1            0.10
buf+inv             2            0.52
## where the power goes
part | internal, mW | total (mW) | switching, mW | leakage (nW)
Sequential | 0 | 0 | 0 | 0
Combinational | 0.0469 | 0.0658 | 0.0188 | 0.508
Clock | 0 | 0 | 0 | 0
## synthesized netlist by cell type (all sizes together)
| cell type | n |
|---|---|
| buf | 30 |
| fa | 22 |
| inv | 5 |
| a22o | 1 |
| and2 | 1 |
| conb | 1 |
| or2 | 1 |
## repair_timing
action | 4_1_cts | 5_1_grt
pin swaps | 23 | 23
setup buffers | 0 | 1
setup endpoints to repair | 8 | 9
resized | 35 | 4
endpoints found under the hold margin | 0 | 0
## layout by cell type, fill, tap and decap left out
cell | netlist | routed
a22o_1 | 1 | 1
and2_4 | 0 | 1
buf_2 | 0 | 7
buf_4 | 30 | 2
buf_6 | 0 | 2
clkbuf_2 | 0 | 2
clkdlybuf4s50_1 | 0 | 61
conb_1 | 1 | 8
dlygate4sd2_1 | 0 | 1
fa_1 | 22 | 1
fa_2 | 0 | 21
inv_1 | 5 | 4
inv_2 | 0 | 1
or2_1 | 1 | 1
## worst paths after layout
kind | from | endpoint | slack, ns | cells past startpoint
worst min-delay path | B[9] | S[9] | 5.10 | 3
worst max-delay path | A[9] | S[31] | -1.42 | 27
Power and IR drop assume default switching activity.
