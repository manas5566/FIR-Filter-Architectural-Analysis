$ cat flow/constraint.sdc
current_design carry_look_adder_32bit

set clk_period 8.7
set clk_io_pct 0.2

create_clock -name clk0 -period $clk_period

set non_clock_inputs [all_inputs -no_clocks]
set_input_delay [expr $clk_period * $clk_io_pct] -clock clk0 $non_clock_inputs
set_output_delay [expr $clk_period * $clk_io_pct] -clock clk0 [all_outputs]
$ cat flow/config.mk
export PLATFORM = sky130hd
export DESIGN_NAME = carry_look_adder_32bit
export DESIGN_NICKNAME = carry_look_adder_32bit
export VERILOG_FILES = /design/flow/design.v
export SDC_FILE = /design/flow/constraint.sdc
export NUM_CORES = 4
export LEC_CHECK = 1
export CORE_AREA = 10 10 101 101
export DIE_AREA = 0 0 111 111
$ cat flow/design.v
module carry_look_adder_32bit(Sum, Cout, A, B, Cin);
    output [31:0] Sum;
    output Cout;
    input [31:0] A;
    input [31:0] B;
    input Cin;
    wire [31:0] P, G;
  assign P[0] = A[0] ^ B[0];
  assign G[0] = A[0] & B[0];
  assign P[1] = A[1] ^ B[1] ^ G[0];
  assign G[1] = (A[1] & B[1]) | (A[1] & G[0]) | (B[1] & G[0]);
  assign P[2] = A[2] ^ B[2] ^ G[1];
  assign G[2] = (A[2] & B[2]) | (A[2] & G[1]) | (B[2] & G[1]);
  assign P[3] = A[3] ^ B[3] ^ G[2];
  assign G[3] = (A[3] & B[3]) | (A[3] & G[2]) | (B[3] & G[2]);
  assign P[4] = A[4] ^ B[4] ^ G[3];
  assign G[4] = (A[4] & B[4]) | (A[4] & G[3]) | (B[4] & G[3]);
  assign P[5] = A[5] ^ B[5] ^ G[4];
  assign G[5] = (A[5] & B[5]) | (A[5] & G[4]) | (B[5] & G[4]);
  assign P[6] = A[6] ^ B[6] ^ G[5];
  assign G[6] = (A[6] & B[6]) | (A[6] & G[5]) | (B[6] & G[5]);
  assign P[7] = A[7] ^ B[7] ^ G[6];
  assign G[7] = (A[7] & B[7]) | (A[7] & G[6]) | (B[7] & G[6]);
  assign P[8] = A[8] ^ B[8] ^ G[7];
  assign G[8] = (A[8] & B[8]) | (A[8] & G[7]) | (B[8] & G[7]);
  assign P[9] = A[9] ^ B[9] ^ G[8];
  assign G[9] = (A[9] & B[9]) | (A[9] & G[8]) | (B[9] & G[8]);
  assign P[10] = A[10] ^ B[10] ^ G[9];
  assign G[10] = (A[10] & B[10]) | (A[10] & G[9]) | (B[10] & G[9]);
  assign P[11] = A[11] ^ B[11] ^ G[10];
  assign G[11] = (A[11] & B[11]) | (A[11] & G[10]) | (B[11] & G[10]);
  assign P[12] = A[12] ^ B[12] ^ G[11];
  assign G[12] = (A[12] & B[12]) | (A[12] & G[11]) | (B[12] & G[11]);
  assign P[13] = A[13] ^ B[13] ^ G[12];
  assign G[13] = (A[13] & B[13]) | (A[13] & G[12]) | (B[13] & G[12]);
  assign P[14] = A[14] ^ B[14] ^ G[13];
  assign G[14] = (A[14] & B[14]) | (A[14] & G[13]) | (B[14] & G[13]);
  assign P[15] = A[15] ^ B[15] ^ G[14];
  assign G[15] = (A[15] & B[15]) | (A[15] & G[14]) | (B[15] & G[14]);
  assign P[16] = A[16] ^ B[16] ^ G[15];
  assign G[16] = (A[16] & B[16]) | (A[16] & G[15]) | (B[16] & G[15]);
  assign P[17] = A[17] ^ B[17] ^ G[16];
  assign G[17] = (A[17] & B[17]) | (A[17] & G[16]) | (B[17] & G[16]);
  assign P[18] = A[18] ^ B[18] ^ G[17];
  assign G[18] = (A[18] & B[18]) | (A[18] & G[17]) | (B[18] & G[17]);
  assign P[19] = A[19] ^ B[19] ^ G[18];
  assign G[19] = (A[19] & B[19]) | (A[19] & G[18]) | (B[19] & G[18]);
  assign P[20] = A[20] ^ B[20] ^ G[19];
  assign G[20] = (A[20] & B[20]) | (A[20] & G[19]) | (B[20] & G[19]);
  assign P[21] = A[21] ^ B[21] ^ G[20];
  assign G[21] = (A[21] & B[21]) | (A[21] & G[20]) | (B[21] & G[20]);
  assign P[22] = A[22] ^ B[22] ^ G[21];
  assign G[22] = (A[22] & B[22]) | (A[22] & G[21]) | (B[22] & G[21]);
  assign P[23] = A[23] ^ B[23] ^ G[22];
  assign G[23] = (A[23] & B[23]) | (A[23] & G[22]) | (B[23] & G[22]);
  assign P[24] = A[24] ^ B[24] ^ G[23];
  assign G[24] = (A[24] & B[24]) | (A[24] & G[23]) | (B[24] & G[23]);
  assign P[25] = A[25] ^ B[25] ^ G[24];
  assign G[25] = (A[25] & B[25]) | (A[25] & G[24]) | (B[25] & G[24]);
  assign P[26] = A[26] ^ B[26] ^ G[25];
  assign G[26] = (A[26] & B[26]) | (A[26] & G[25]) | (B[26] & G[25]);
  assign P[27] = A[27] ^ B[27] ^ G[26];
  assign G[27] = (A[27] & B[27]) | (A[27] & G[26]) | (B[27] & G[26]);
  assign P[28] = A[28] ^ B[28] ^ G[27];
  assign G[28] = (A[28] & B[28]) | (A[28] & G[27]) | (B[28] & G[27]);
  assign P[29] = A[29] ^ B[29] ^ G[28];
  assign G[29] = (A[29] & B[29]) | (A[29] & G[28]) | (B[29] & G[28]);
  assign P[30] = A[30] ^ B[30] ^ G[29];
  assign G[30] = (A[30] & B[30]) | (A[30] & G[29]) | (B[30] & G[29]);
  assign P[31] = A[31] ^ B[31] ^ G[30];
  assign G[31] = (A[31] & B[31]) | (A[31] & G[30]) | (B[31] & G[30]);
  assign Sum = P ^ Cin;
  assign Cout = G[31] | (P[31] & Cin);
endmodule
$ cat flow/run.sh
#!/bin/bash
# OpenROAD 26Q1-2900-gdf79404cd8, Yosys 0.63+post, stock flow scripts
make -C /OpenROAD-flow-scripts/flow DESIGN_CONFIG=/design/flow/config.mk WORK_HOME=/design/flow/orfs finish
==> flow_metrics.py <==
# Auto-generated metrics
metrics = {
    "route": {
        "vias": 702,
        "drt_iter0_markers": 9,
        "vias_per_cell": 2.90,
        "first_pass_iters": 2,
        "routed_wl_um": 3060,
        "n_antenna_cell": 0,
        "antenna_left": 0,
        "remaining_drc_errors": 0,
        "post_drt_wl_per_cell_um": 12.6,
    },
    "worst_hold_path": {
        "min_path_cells": 4,
        "min_from": "B[0]",
        "hp-class": "in -> out",
        "hold_end": "Sum[0]",
    },
    "grt": {
        "grt_max_degree": 3,
        "antenna_found_initial": 0,
        "grt_pass1_vias": 851,
        "grt_usage": 0.0485,
        "grt_pass1_wl_um": 4890,
        "overflow": 0,
    },
    "run_status": {
        "violations": "setup timing",
        "status": "complete, but fails checks",
    },
    "power": {
        "p_per_area_nw_per_um2": 61.1,
        "p_total_mw": 0.108,
        "max-vdd-ir-drop_mv": 0.0154,
        "p_leak_nw": 0.631,
    },
    "flow_run": {
        "max-cap-violations": 0,
        "warnings": 35,
    },
    "floorplan": {
        "die_w_um": 111,
        "die-area_um2": 12300,
        "initCoreUtil": 0.0823,
        "fp.dieH_um": 111,
        "rows": 33,
        "io_pins": 98,
        "fp.coreArea_um2": 8130,
    },
    "place": {
        "pre_cts_ws_ns": -7.04,
        "gp_congestion": 0.809,
        "placed_cells": 242,
        "dp_hpwl_um": 3090,
        "numPortBuffers": 98,
    },
    "sta": {
        "slew_viol_final": 0,
        "fin_crit_sh": 1.71,
        "relSlewSlack": 0.925,
        "min_period_ns": 14.91,
        "fmax_mhz": 67.1,
        "rsz0062_at_grt": "true",
        "finalHoldViolCount": 0,
        "setup_slack_ns": -6.21,
        "finalSetupViolations": 19,
        "tightest_slew_ns": 0.111,
        "tns_ns": -62.50,
    },
    "synthesis": {
        "ys_area_um2": 669,
        "postSynthCellCount": 39,
        "postSynthSeqShare": 0,
        "syn_area_per_cell_um2": 17.2,
        "ys_types": 5,
        "syn_area_um2": 669,
        "yosys_warnings": 0,
        "yosysCellCount": 39,
    },
    "setup_path": {
        "arrival_ns": 13.17,
        "crit_required_ns": 6.96,
        "crit_path_end_kind": "primary output",
        "cpMostUsedCell": "fa_2",
        "start_kind": "input pin",
        "crit_slowest_cell": "fa_1",
        "cp_slowest_stage_delay_ns": 0.43,
        "crit_fanout": 2,
        "critPathKind": "in -> out",
    },
    "finish": {
        "comb_area_um2": 738,
        "flop_area_um2": 0,
        "fill_cells": 887,
        "utilization": 0.217,
        "fin_cells": 242,
        "drive_gt1_frac": 0.409,
        "area_growth_pct": 164,
        "nClkBuffers": 0,
        "seq_cell_count": 0,
    },
    "clock_network": {
        "cts_hold_buffers": 0,
        "cts_setup_buffers": 0,
    },
}
how the worst max path moves through the flow:
| stage | end | slack, ns | startpoint | depth (start not counted) |
|---|---|---|---|---|
| finish | Cout | -6.21 | A[0] | 36 |
| global route | Cout | -6.49 | A[0] | 36 |
| CTS | Cout | -6.28 | A[0] | 36 |
logic make-up (layout without fill, tap and decap cells):
| family | after synthesis | in the layout | synth area share |
|---|---|---|---|
| xor gates and xnor gates | 1 | 1 | 0.0131 |
| adders and majority gates | 32 | 32 | 0.946 |
| buffers and inverters | 5 | 103 | 0.0280 |
| AOI/OAI and AO/OA | 1 | 1 | 0.0131 |
where the power goes:
part           total, mW  switching, mW  internal [mW]  leakage (nW)
logic              0.108         0.0327         0.0752         0.631
registers              0              0              0             0
clock network          0              0              0             0
total              0.108         0.0327         0.0752         0.631
timing repair:
item | CTS | global route
gates resized | 75 | 3
endpoints found under the setup margin | 21 | 20
hold endpoints to repair | 0 | 0
gates cloned | 0 | 0
cell usage after synthesis:
master	count	area, µm²
inv_1	5	18.8
o21ai_2	1	8.76
ha_1	1	12.5
fa_1	31	621
xor2_1	1	8.76
cell usage in the layout (no fill, tap or decap):
cell             synthesis  final
clkdlybuf4s50_1          0     74
fa_2                     0     30
buf_2                    0     20
inv_1                    5      4
buf_6                    0      2
xor2_1                   1      1
inv_2                    0      1
o21ai_2                  1      1
fa_1                    31      1
ha_4                     0      1
clkdlybuf4s15_1          0      1
clkbuf_2                 0      1
layer usage:
layer | track usage | routed length [µm] | vias up
li1 | - | - | 310
met1 | 0.0628 | 1190 | 328
met2 | 0.0704 | 1320 | 64
met3 | 0.0323 | 545 | 0
met4 | 0 | 0 | 0
met5 | 0 | 0 | -
metrics by stage:
stage	instance area, µm²	hold slack [ns]
after floorplan	757	3.51
after global placement	1870	4.50
after detailed placement	1870	4.50
after CTS	1780	4.15
after global routing	1770	4.16
final	1770	4.13
worst max-delay path: cells and delay by family:
| kind | cells | cell delay, ns |
|---|---|---|
| AND-OR/OR-AND | 1 | 0.11 |
| adder cells (fa/ha/maj) | 32 | 11.04 |
| buffers and inverters | 3 | 0.26 |
final cells by class:
cell class	instances	area share
Inverter	5	0.0106
Tap cell	105	0.0744
Multi-Input combinational cell	34	0.418
Timing Repair Buffer	98	0.497
Power and IR drop assume default switching activity.
